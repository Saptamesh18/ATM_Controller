[design/flow/run.sh]
#!/bin/bash
# OpenROAD 26Q1-2900-gdf79404cd8, Yosys 0.63+post, stock flow scripts
make -C /OpenROAD-flow-scripts/flow DESIGN_CONFIG=/design/flow/config.mk WORK_HOME=/design/flow/orfs finish
[design/flow/config.mk]
export PLATFORM = sky130hd
export DESIGN_NAME = ATM_Controller
export DESIGN_NICKNAME = ATM_Controller
export VERILOG_FILES = /design/flow/design.v
export SDC_FILE = /design/flow/constraint.sdc
export NUM_CORES = 4
export LEC_CHECK = 1
export CORE_AREA = 10 10 95 95
export DIE_AREA = 0 0 105 105
[design/flow/constraint.sdc]
current_design ATM_Controller

set clk_period 4.5
set clk_io_pct 0.2

create_clock -name clk0 -period $clk_period [get_ports {clk}]

set non_clock_inputs [all_inputs -no_clocks]
set_input_delay [expr $clk_period * $clk_io_pct] -clock clk0 $non_clock_inputs
set_output_delay [expr $clk_period * $clk_io_pct] -clock clk0 [all_outputs]
[design/flow/design.v]
module ATM_Controller (
    input clk,
    input reset,
    input card_inserted,
    input pin_entered,
    input pin_correct,
    input [1:0] transaction_choice,  
    input [15:0] amount,
    output reg cash_dispensed,
    output reg [15:0] balance,
    output  [2:0] state_indicator,
    output reg warning_message,
    output reg card_blocked,
    output reg exceed_balance
);
localparam IDLE        = 3'd0,
           CARD_INSERTED = 3'd1,
           CHECK_PIN     = 3'd2,
           TRANSACTION   = 3'd3,
           BALANCE_INQ   = 3'd4,
           CASH_WITHDRAW = 3'd5,
           DISPENSE_CASH = 3'd6,
           EJECT_CARD    = 3'd7;
reg [2:0] state, next_state;
reg [1:0] pin_attempts;
always @(posedge clk or posedge reset) begin
    if (reset) begin
        state <= IDLE;
        pin_attempts <= 0;
        card_retained <= 0;
        cash_dispensed <= 0;
        warning_message <= 0;
        card_blocked <= 0;
    end else begin
        state <= next_state;
    end
end
always @(*) begin
    next_state = state;
    case (state)
        IDLE:
            if (card_inserted)
                next_state = CARD_INSERTED;
            else 
                next_state = IDLE;
        CARD_INSERTED:
            if (pin_entered)
                next_state = CHECK_PIN;
            else
                next_state = EJECT_CARD;
        CHECK_PIN: begin
            if (pin_correct)
                next_state = TRANSACTION;
            else if (pin_attempts >= 2)
                next_state = EJECT_CARD;
            else
                next_state = CARD_INSERTED;
        end
        TRANSACTION:
            case (transaction_choice)
                2'b01: next_state = BALANCE_INQ;
                2'b10: next_state = CASH_WITHDRAW;
                default: next_state = EJECT_CARD;
            endcase
        BALANCE_INQ:
            next_state = EJECT_CARD;
        CASH_WITHDRAW:
            if (amount <= balance)
                next_state = DISPENSE_CASH;
            else
                begin
                exceed_balance = 1;
                next_state = EJECT_CARD;
                end
        DISPENSE_CASH:
            next_state = EJECT_CARD;
        EJECT_CARD:
            next_state = IDLE;
        default:
            next_state = IDLE;
    endcase
end
always @(posedge clk) begin
    if (reset) begin
        balance <= 1000;
        card_retained <= 0;
        cash_dispensed <= 0;
        pin_attempts <= 0;
        warning_message <= 0;
        card_blocked <= 0;
    end else begin
        case (state)
            CHECK_PIN: begin
                if (pin_correct)
                    pin_attempts <= 0;
                else begin
                    pin_attempts <= pin_attempts + 1;
                    warning_message <= 1;
                    if (pin_attempts >= 2)
                        card_blocked <= 1;
                end
            end
            DISPENSE_CASH: begin
                balance <= balance - amount;
                cash_dispensed <= 1;
            end
            EJECT_CARD: begin
                cash_dispensed <= 0;
                pin_attempts <= 0;  
                warning_message <= 0;
                card_blocked <= 0;
            end
        endcase
    end
end
assign state_indicator = state;
endmodule
==> impl_metrics.json <==
{
  "crit_fanout": 4,
  "core_area_um2": 6910,
  "end_kind": "register",
  "cts.clk_slew.worst_paths_ns": 0.08,
  "drc": 0,
  "yosys.area.top_type_share_pct": 18.8,
  "ys_seq_share_pct": 23.2,
  "register_area_um2": 395,
  "drive_above_1_share_pct": 3.45,
  "period_used_pct": 63.5,
  "root_buffer": "clkbuf_8",
  "crit_chain": "clkdlybuf4s50_1 -> inv_1 -> ha_1 -> nand2b_1 -> a21oi_1 -> o31a_1 -> o2111ai_2 -> or4b_1 -> o311ai_1",
  "preCtsSetupSlack_ns": 1.36,
  "synth.distinct_cells": 51,
  "cts_tree": "yes",
  "ys_chip_area_um2": 1700,
  "tool_warnings": 25,
  "hold_buffers": 0,
  "fmax_mhz": 350,
  "grt_first_pass_wirelength_um": 7860,
  "crit_path_start_kind": "input port",
  "crit_type": "in2reg",
  "final-hold-violation-count": 0,
  "slew_violations": 0,
  "outcome": "finished, final reports clean",
  "ff_type": "dfxtp_1",
  "worst-endpoint-required_ns": 4.67,
  "cap_violations": 0,
  "synthArstFlopShare_pct": 15.8,
  "layout_top_cell": "clkdlybuf4s50_1",
  "clk_latency_ns": 0.26,
  "cts.sinks": 19,
  "grt_pass1_vias": 1614,
  "antenna_found_initial": 0,
  "postCtsSetupBuffers": 0,
  "num_vias": 1723,
  "antenna_left": 0,
  "die.size.x_um": 105,
  "hold_class": "reg2reg",
  "worst-r2r-setup-slack_ns": 2.37,
  "die_y_um": 105,
  "critPathArrivalTime_ns": 3.02,
  "wl_per_cell_um": 13.3,
  "max_slew_margin_pct": 59.4,
  "cp_num_buf_inv": 2,
  "leakage_nw": 0.887,
  "mostFrequentLayoutCells": "clkdlybuf4s50_1 (41), a21oi_1 (23), inv_1 (21), ha_1 (17)",
  "synth.area.top_cells": "dfxtp_1 (19%), ha_1 (13%), a21oi_1 (6.8%)",
  "max-clock-path-buffers": 2,
  "grt_start_max_net_pins": 18,
  "rows": 30,
  "syn_area_um2": 1700,
  "synthCells": 228,
  "num_antenna_cells": 0,
  "cts-buffers-inserted": 3,
  "grt_use_total_pct": 8.32,
  "cts_resized": 0,
  "numPortBuffers": 41,
  "rsz0062_at_grt": "false",
  "ys_cells": 228,
  "critPathTopFamily": "AND-OR/OR-AND gates",
  "setup_viol": 0,
  "edf_count": 0,
  "setup_tns_ns": 0,
  "finalWeightedCongestion": 0.894,
  "clock_skew_ns": 0.00557,
  "wirelength_um": 4740,
  "power_density_nw_per_um2": 535,
  "logic_area_um2": 1150,
  "area_growth_pct": 29.9,
  "syn_avg_cell_area_um2": 7.46,
  "drtIter0Drc": 135,
  "place_hpwl_um": 3710,
  "fp_util_pct": 24.6,
  "vias_per_cell": 4.83,
  "grt_overflow": 0,
  "fillers": 735,
  "setup_ws_ns": 1.64,
  "cts_max_level": 1,
  "yosysTopAreaCell": "dfxtp_1",
  "period_needed_ns": 2.86,
  "firstDrtPassIters": 4,
  "yosysWarnings": 14,
  "synth_flops": 19,
  "cpMaxStageDelayCell": "clkdlybuf4s50_1",
  "io-pin-count": 46,
  "dieArea_um2": 11000,
  "ir_drop_v": 0.000170,
  "worst_slew_pin_slew_ns": 0.608,
  "max_stage_delay_ns": 0.51
}
[path summary, 6_finish.rpt]
path | startpoint | to | cells past startpoint
max | amount[1] | balance[11] | 9
min | balance[4] | balance[4] | 2
max reg2reg | balance[0] | balance[10] | 9
min reg2reg | balance[4] | balance[4] | 2
max in group asynchronous | reset | state[2] | 2
min in group asynchronous | reset | state[1] | 2
[metal layers]
metal / wire length [um] / global-route usage, %
met5: 0 / 0
met4: 75 / 1.47
met3: 282 / 1.86
met1: 2300 / 11.4
met2: 2080 / 13.2
[flip-flops by register name, summed over array words and instances (netlist names)]
register  cells
state         3
balance      16
[metrics by stage]
stage	power, W	instance area (um2)	cells	hold WS [ns]	utilization (%)
3_5_place_dp	0.00106	2160	353	0.477	31.3
5_1_grt	0.00130	2210	357	0.507	32.0
2_1_floorplan	0.000799	1710	230	0.429	-
6_report	0.00118	2210	357	0.484	32.0
4_1_cts	0.00119	2210	357	0.489	32.0
3_3_place_gp	0.00106	2160	353	0.465	31.3
[worst register-to-register path, stage by stage (launching register included)]
cell	delay (ns)
dfxtp_1	0.36
inv_1	0.05
ha_1	0.19
fa_1	0.39
nor2b_1	0.20
o211ai_1	0.11
a21boi_1	0.29
o21a_1	0.23
xnor2_1	0.13
a21oi_1	0.09
[cell type report]
cell class	instances	area share [%]
multi-input combinational	175	52.1
timing repair buffer	42	18.9
sequential	19	17.9
tap	96	5.44
inverter	21	3.57
clock buffer	3	1.87
clock inverter	1	0.227
[synth_stat cells, types with 5 or more instances]
cell type	n
a21oi_1	23
a31oi_1	5
clkbuf_1	6
dfxtp_1	16
ha_1	17
inv_1	21
nand2_1	12
nand2b_1	6
nand3_1	9
nand4_1	6
nor2_1	16
nor3_1	10
o21ai_0	12
[kinds of logic after synthesis]
kind of cell	synth area share (%)
other	0.441
AND-OR/OR-AND	26.7
multiplexers	0.588
flip-flops	23.2
XOR/XNOR	2.57
AND/OR/NAND/NOR	23.2
buffers and inverters	9.56
adder cells (fa/ha/maj)	13.7
[power breakdown]
group / internal, W / switching, W
combinational: 0.000374 / 0.000368
sequential: 0.000238 / 0.0000766
clock: 0.0000617 / 0.0000644
Power is estimated from default activity; no workload was simulated.
